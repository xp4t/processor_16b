===== flow/constraint.sdc =====
current_design address_counter

set clk_period 2.3
set clk_io_pct 0.2

create_clock -name clk0 -period $clk_period [get_ports {clk}]

set non_clock_inputs [all_inputs -no_clocks]
set_input_delay [expr $clk_period * $clk_io_pct] -clock clk0 $non_clock_inputs
set_output_delay [expr $clk_period * $clk_io_pct] -clock clk0 [all_outputs]

===== flow/design.v =====
`timescale 1ns / 1ps
module address_counter(
input clk, reset, 
output reg [15:0] add
    ); 
	always@ (posedge clk)
	begin 
		if (reset == 1'b1) 
		add <= 16'b0000_0000_0000_0000; 
		else 
		add <= add + 16'b0000_0000_0000_0001; 
	end 
endmodule

===== flow/config.mk =====
export PLATFORM = sky130hd
export DESIGN_NAME = address_counter
export DESIGN_NICKNAME = address_counter
export VERILOG_FILES = /design/flow/design.v
export SDC_FILE = /design/flow/constraint.sdc
export NUM_CORES = 4
export LEC_CHECK = 1
export CORE_AREA = 10 10 76 76
export DIE_AREA = 0 0 86 86

===== flow/run.sh =====
#!/bin/bash
# OpenROAD 26Q1-2900-gdf79404cd8, Yosys 0.63+post, stock flow scripts
make -C /OpenROAD-flow-scripts/flow DESIGN_CONFIG=/design/flow/config.mk WORK_HOME=/design/flow/orfs finish

==> results_dict.tcl <==
# place-and-route summary
set metrics [dict create \
    r2r-start "add[0]" \
    status "complete, no violations" \
    fin_util_pct 25.30 \
    ys_warn_count 1 \
    rr_worst_depth 4 \
    drt_first_pass_iters 4 \
    post_layout_nonfiller_instances 150 \
    clockRootBuffer "clkbuf_8" \
    clock_path_buffers 2 \
    largest_reg_flops 16 \
    grt_pass1_vias 601 \
    rsz0062_at_grt "false" \
    remaining_drc_errors 0 \
    slowest_delay_ns 0.53 \
    min_path_cells 1 \
    post_drt_wl_per_cell_um 11.43 \
    drv_cap 0 \
    dp_hpwl_mm 1.267 \
    layout_top_cells "clkdlybuf4s50_1, dfxtp_1, nor2_1" \
    ys_top_cells_by_area "dfxtp_1, nor4_4, a21oi_1" \
    cp_slowest_cell "clkdlybuf4s50_1" \
    dpl_cell_area_um2 985.9 \
    arrival_ns 1.25 \
    critPathKind "flop to primary output" \
    die_x_um 86 \
    dieHeight_um 86 \
    htree_levels 1 \
    clock_skew_ns 0.001503 \
    viasPerCell 4.307 \
    reg2reg_slack_ns 0.63 \
    timing.fmax_mhz 586.4 \
    layout_min_cycle_time_ns 1.705 \
    ir_drop_mv 0.2406 \
    largest_register "add" \
    grt_pass1_wl_mm 2.932 \
    largest_area_cell "dfxtp_1" \
    worst_slack_ns 0.5948 \
    end_kind "primary output" \
    wl_mm 1.714 \
    ctsResizeCount 0 \
    ys_seq_elements 16 \
    antenna_cells 0 \
    whs_endpoint "add[0]" \
    grt_max_degree 17 \
    crit_family "buffers and inverters" \
    num_vias 646 \
    core_region_area_mm2 0.004115 \
    yosys_cells 81 \
    grt.overflow.total 0 \
    power.density_mw_per_mm2 541.7 \
    cts_tree "built" \
    clkLatencyLatePin_ns 0.25 \
    post-route-period-util_pct 74.14 \
    place_congestion 0.7916 \
    path_clk_slew_ns 0.06 \
    final_area_mm2 0.001041 \
    timing.rr.end "add[14]" \
    yosysUniqueCellTypes 23 \
    tightest_slew_ns 0.3492 \
    required_ns 1.84 \
    hold_buffers 0 \
    setup_viol_count_final 0 \
    fp_util_pct 18.58 \
    worstSetupPathDepth 1 \
    hold_ws_ns 0.5087 \
    min-delay-start "add[0]" \
    lay_top_count "clkdlybuf4s50_1" \
    dp_cells 146 \
    grt_usage_pct 4.708 \
    warning_count 25 \
    slew_viol_final 0 \
    drt_iter0_drc 40 \
    chip_area_mm2 0.007396 \
    preCtsSetupSlack_ns 0.5579 \
    rows 23 \
    drt.antenna.violating_nets 0 \
    top_cell_area_share_pct 41.90 \
    io_pins 18 \
    synth.cell_area_um2 764.5 \
    worstPathMaxFanout 6 \
    cts_sinks 16 \
    relSlewSlack_pct 76.50 \
    power_mw 0.5639 \
    ys_area_um2 764.5 \
    cp-start-kind "flop" \
    largestRegisters "add x16" \
    numCtsBuffers 3 \
    cts_setup_buffers 0 \
    antenna_found_initial 0 \
    netlist_instances 81 \
    final-hold-violation-count 0 \
    leakage_nw 0.3723 \
    drive_gt1_share_pct 10.00 \
    areaGrowthSynthToFinish_pct 36.17 \
    tns_ns 0 \
    syn_area_per_cell_um2 9.438 \
    ys_seq_share_pct 41.90 \
    port_buffers 17 \
    crit_chain "clkdlybuf4s50_1" \
    hold_path_class "flop to flop" \
    crit_buf_inv 1 \
]
-- report_power, final --
group / internal (mW) / switching (mW) / leakage, nW
logic: 0.0144 / 0.0103 / 0.214
registers: 0.282 / 0.00748 / 0.129
clock network: 0.152 / 0.0983 / 0.0288
total: 0.448 / 0.116 / 0.372
-- routing by layer --
| metal | global-route usage [%] | wire, um | vias to the layer above |
|---|---|---|---|
| li1 | - | - | 334 |
| met3 | 1.907 | 104 | 2 |
| met2 | 6.964 | 763 | 9 |
| met4 | 0.8982 | 18 | 0 |
| met5 | 0 | 0 | - |
| met1 | 6.333 | 827 | 301 |
-- cells by family after synthesis --
group	after synthesis	share of synthesized area [%]
flops	16	41.90
mux	4	5.892
compound gates	14	10.47
fa+ha+maj	1	1.636
simple gates	37	32.73
buf+inv	6	3.928
xor+xnor	3	3.438
-- how the worst max path moves through the flow --
stage	start	to	slack (ns)
4_1_cts	add[2]	add[2]	0.57
6_report	add[2]	add[2]	0.59
5_1_grt	add[2]	add[15]	0.50
-- synthesized netlist by cell type --
cell and instances:
nand4_4 1, mux2_1 3, nand3_1 6, dfxtp_1 16, or3_1 3, a21oi_1 7
o31ai_1 4, ha_1 1, buf_6 1, nand4_1 1, nor2b_1 5, xnor2_1 1
o21ai_0 3, xor2_1 2, nor2_1 8, nand2_1 4, clkbuf_1 2, inv_1 3
nand4_2 1, nor4_4 2, or4_1 4, mux2_2 1, nor4_1 2
-- area by class of cell --
| type | count | area [um2] |
|---|---|---|
| clock buffer | 4 | 55.05 |
| fill | 442 | 3074 |
| inverter | 3 | 11.26 |
| tap | 50 | 62.56 |
| timing repair buffer | 18 | 177.7 |
| multi-input combinational | 59 | 414.1 |
| sequential | 16 | 320.3 |
-- worst register-to-register path, delay by kind of cell, from the launching register on --
kind | cells | cell delay [ns]
AND/OR/NAND/NOR | 2 | 0.52
flip-flops | 1 | 0.43
multiplexers | 1 | 0.34
adder cells (fa/ha/maj) | 1 | 0.27
Power and IR drop assume default switching activity.
